$ cat flow/run.sh
#!/bin/bash
# OpenROAD 26Q1-2900-gdf79404cd8, Yosys 0.63+post, stock flow scripts
make -C /OpenROAD-flow-scripts/flow DESIGN_CONFIG=/design/flow/config.mk WORK_HOME=/design/flow/orfs finish
$ cat flow/config.mk
export PLATFORM = sky130hd
export DESIGN_NAME = memory
export DESIGN_NICKNAME = memory
export VERILOG_FILES = /design/flow/design.v
export SDC_FILE = /design/flow/constraint.sdc
export NUM_CORES = 4
export LEC_CHECK = 1
export CORE_UTILIZATION = 50
$ cat flow/constraint.sdc
current_design memory

set clk_period 70.3
set clk_io_pct 0.2

create_clock -name clk0 -period $clk_period [get_ports {clk}]

set non_clock_inputs [all_inputs -no_clocks]
set_input_delay [expr $clk_period * $clk_io_pct] -clock clk0 $non_clock_inputs
set_output_delay [expr $clk_period * $clk_io_pct] -clock clk0 [all_outputs]
$ cat flow/design.v
module memory #(
    parameter WORDS = 64
) (
    input logic clk,
    input logic [31:0] address,
    input logic [31:0] write_data,
    input logic write_enable,
    input logic rst_n,
    output logic [31:0] read_data
);
reg [31:0] mem [0:WORDS-1];  
always @(posedge clk) begin
    if (rst_n == 1'b0) begin
        for (int i = 0; i < WORDS; i++) begin  
            mem[i] <= 32'b0; 
        end
    end
    else if (write_enable) begin
        if (address[1:0] == 2'b00) begin
            mem[address[7:2]] <= write_data;
        end
    end
end
always_comb begin
    read_data = mem[address[7:2]];
end
endmodule
==> results.yml <==
# physical design summary
grt:
  grt_max_degree: 87
  grt-ovfl-total: 0
  grt_pass1_vias: 58400
  grt_pass1_wl_mm: 449
  track_usage: 0.383
  grt_antenna_before_repair: 17
timing:
  final_max_slew_viol_count: 0
  relSlewSlack: 0.193
  clock.fmax_mhz: 30.0
  fin_crit_ps: 33380
  tightestPinTransition_ps: 1200
  rsz0062_at_grt: "no"
  totalNegativeSetupSlack_ps: 0
  hold_viol_final: 0
  finalCritPeriodShare: 0.475
  finalSetupViolCount: 0
clock_network:
  hold_buffers: 0
  cts-htree-levels: 4
  clock_path_buffers: 3
  cts_tree: "built"
  clock_sinks: 2048
  clk_pin_slew_worst_paths_ps: 60
  post_cts_buffers: 0
  cts-resized-gates: 0
  cts_made_buffers: 210
  cts_root_buf: "clkbuf_16"
job:
  drv_cap: 0
  warnings: 50
synth:
  ys_ff: 2048
  ff_type: "edfxtp_1"
  ys_cells: 6871
  ys_seq_frac: 0.663
  synthesis.instances: 6871
  ys_types: 70
  postSynthAreaPerCell_um2: 13.5
  async_flop_share: 0
  synth_warnings: 1
  ys_area_um2: 92700
  edf_count: 2048
  netlist_area_um2: 92700
power_and_ir_drop:
  irDropWorstVdd_v: 0.0000221
  p_leak_nw: 35.0
  p_per_area_nw_per_um2: 26.2
drt:
  drt-initial-drc-count: 4475
  routed_via_density: 6.19
  vias: 57900
  drt-pass1-iter-count: 6
  detail-route-antenna-nets: 0
  wl_mm: 322
  wl_per_cell_um: 34.4
  drcViolationCount: 0
setup_path:
  critPathKind: "input port to primary output"
  path_cells: "clkbuf_8, buf_4, nor2_4, buf_4, buf_4, buf_4, a22oi_1, nor3_1, o21ai_0, o2111a_1, nand4_1, clkdlybuf4s50_1"
  cp_common_cell: "buf_4"
  crit_cells: 12
  max_stage_delay_ps: 680
  worst_path_dominant_cell_family: "buffers and inverters"
  cp_max_fo: 50
  crit_path_start: "address[2]"
  cp_num_buf_inv: 6
  arrival_ps: 19310
  cp-end-kind: "primary output"
  cp_data_required_time_ps: 56240
  start_kind: "input port"
  crit_path_end: "read_data[22]"
  slowest_stage: "buf_4"
cells_and_area:
  final-instance-count-excl-fill: 9362
  largest_reg_flops: 2048
  design_area_um2: 103000
  regMostFlops: "mem"
  mostFrequentLayoutCells: "and2_1 (2,048), edfxtp_1 (2,048), a22oi_1 (404)"
  top_regs: "mem x2048"
  drive_gt1_frac: 0.136
  n_fill_cell: 14100
  area_delta_synth_final_pct: 11.0
floorplan:
  num_rows: 157
  die_h_um: 433
  dieArea_um2: 187000
  fp.dieW_um: 433
  io_pins: 99
  core_region_area_um2: 184000
  fp_util: 0.505
placement:
  gp_congestion: 1.04
  hpwl_mm: 190
  io_buffers: 74
  placed_cells: 8962
  place_area_um2: 96500
outcome:
  status: "finished clean"
min_path:
  holdCritPathClass: "input port to flop"
-- layer usage --
metal	GRT usage	vias up	part of all wire
met2	0.513	3584	0.43
met4	0.171	32	0.060
met3	0.285	715	0.18
met5	0.0791	-	0.0057
li1	-	25300	-
met1	0.473	28300	0.32
-- logic make-up (layout without fill, tap and decap cells) --
group | count (synthesis) | count (layout) | share of synthesized area
multiplexers | 276 | 276 | 0.0361
AND/OR/NAND/NOR | 2481 | 2481 | 0.160
flip-flops | 2048 | 2048 | 0.663
other | 0 | 16 | 0
AND-OR/OR-AND | 1289 | 1289 | 0.103
buffers and inverters | 777 | 788 | 0.0369
-- where the power goes --
group / switching (W) / internal, W
Combinational: 0.000166 / 0.0000580
Sequential: 0.0000149 / 0.00140
Clock: 0.000467 / 0.000588
-- Yosys cell counts (7+ instances only) --
cell type  count  area, um^2
a22o_1        26         228
nand4_1       25         156
a22oi_1      404        3030
o2111a_1      10         113
mux2i_1      116        1160
o22ai_1      180        1130
and2_1      2051       12800
a21oi_1       51         255
a221oi_1     348        3050
nand3_1       18        90.1
nor3_1        38         190
edfxtp_1    2048       61500
or3_1         23         144
o2bb2ai_1     14         123
clkbuf_1     506        1900
buf_1         69         259
buf_6         23         259
o21ai_1       22         110
a31oi_1       12        75.1
nor2_1       148         556
o21ai_0      148         741
buf_4         29         218
nand2_1      105         394
mux2_2        82         923
mux4_2        33         743
nor4_1        26         163
o221ai_1      16         140
a221oi_2       9         135
mux2_1        42         473
o311a_1       10         100
buf_2        140         701
a221o_1        7        70.1
-- how the worst min path moves through the flow --
stage	end	cells after the start	slack (ps)	startpoint
after CTS	mem[56][24]	2	13690	write_data[24]
after global routing	mem[63][24]	2	13710	write_data[24]
final	mem[56][24]	2	13730	write_data[24]
-- per-stage QoR --
step | hold WS, ps | util | worst slack (ps) | total power, W
floorplan | 14520 | - | 40630 | 0.00155
global placement | 14570 | 0.526 | 37170 | 0.00166
detailed placement | 14590 | 0.526 | 37130 | 0.00166
CTS | 13690 | 0.560 | 37110 | 0.00270
global route | 13710 | 0.560 | 36860 | 0.00276
finish | 13730 | 0.560 | 36930 | 0.00270
-- layout make-up --
cell class | count | area (um^2) | area share
well taps | 2464 | 3080 | 0.0299
multi-input cells | 4046 | 28800 | 0.280
clock inverters | 110 | 797 | 0.00774
clock buffers | 274 | 5580 | 0.0542
inverters | 4 | 22.5 | 0.000219
flip-flops and latches | 2048 | 61500 | 0.597
diodes | 16 | 40.0 | 0.000389
repair buffers | 400 | 3080 | 0.0299
Power is estimated from default activity; no workload was simulated.
