==> design/flow/design.v <==
module regfile (
    input logic clk,
    input logic rst_n,
    input logic [4:0] address1,
    input logic [4:0] address2,
    output logic [31:0] read_data1,
    output logic [31:0] read_data2,
    input logic write_enable,
    input logic [31:0] write_data,
    input logic [4:0] address3
);
reg [31:0] registers [0:31];
always @(posedge clk) begin
    if (rst_n == 1'b0) begin
        for (int i=0; i < 32; i++) begin
            registers[i] <= 32'b0;
        end
    end
    else if (write_enable == 1 && address3 != 0) begin
        registers[address3] <= write_data;
    end
end
always_comb begin : readLogic
    read_data1 = registers[address1];
    read_data2 = registers[address2];
end
endmodule
==> design/flow/run.sh <==
#!/bin/bash
# OpenROAD 26Q1-2900-gdf79404cd8, Yosys 0.63+post, stock flow scripts
make -C /OpenROAD-flow-scripts/flow DESIGN_CONFIG=/design/flow/config.mk WORK_HOME=/design/flow/orfs finish
==> design/flow/config.mk <==
export PLATFORM = sky130hd
export DESIGN_NAME = regfile
export DESIGN_NICKNAME = regfile
export VERILOG_FILES = /design/flow/design.v
export SDC_FILE = /design/flow/constraint.sdc
export NUM_CORES = 4
export LEC_CHECK = 1
export CORE_UTILIZATION = 30
==> design/flow/constraint.sdc <==
current_design regfile

set clk_period 19.2
set clk_io_pct 0.2

create_clock -name clk0 -period $clk_period [get_ports {clk}]

set non_clock_inputs [all_inputs -no_clocks]
set_input_delay [expr $clk_period * $clk_io_pct] -clock clk0 $non_clock_inputs
set_output_delay [expr $clk_period * $clk_io_pct] -clock clk0 [all_outputs]
==> results.tsv <==
stage	metric	value	unit
timing	min Tclk post-route	12230	ps
clocking	TritonCTS clock tree	done	
placement	post-DP HPWL	116000	um
drt	Routed wire per std cell	28.1	um
placement	DP Worst Slack	7070	ps
floorplanning	DIE WIDTH	433	um
clocking	clk sinks	1024	
synthesis	Synth area leaders	edfxtp_1, mux2i_1, and2_1, a22oi_1, a22o_1	
power	Leakage	24.1	nW
floorplanning	core area	0.184	sq mm
floorplanning	chip height	433	um
timing	FMAX	81.7	MHz
global_routing	largest net degree at the start of global routing	94	
synthesis	ys flops	1024	
setup_path	CP most frequent cell	buf_4	
min_path	Hold Crit Depth	2	
synthesis	yosys cell count	4609	
setup_path	critical path's top delay family	buffers and inverters	
clocking	post_cts resized	0	
floorplanning	IO Count	114	
global_routing	initial antenna violation count	18	
synthesis	synthesized cell area	0.0557	sq mm
global_routing	Congestion Overflow GR	0	
clocking	Post-CTS Hold Buffers	0	
clocking	clock-pin slew on the worst setup and hold paths	60	ps
placement	RD Place Congestion	0.898	
clocking	CTS H-tree lvls	3	
synthesis	syn avg cell area	12.1	sq um
global_routing	first-pass GRT wire length	284000	um
setup_path	WP data arrival	8390	ps
drt	ANT nets after route	0	
setup_path	crit-path cells	clkdlybuf4s50_1, nor2_4, buf_4, buf_4, buf_4, a22o_1, nor3_1, a31oi_1, nand3_1, clkdlybuf4s50_1	
outcome	status	completed	
clocking	Setup Fix Bufs, Post-CTS	0	
finish	filler instances	17628	
drt	DRT Wirelength	201000	um
timing	Slew HR	0.238	
setup_path	CP max stage cell	buf_4	
setup_path	CP max stage delay	610	ps
finish	Core Util, Final	0.345	
synthesis	Yosys Warn Count	1	
synthesis	Yosys top cell by area	edfxtp_1	
timing	RSZ-0062 raised after global routing	no	
min_path	Hold Path Sink	registers[0][30]	
finish	ratio of cells with drive above 1 in the final layout	0.0850	
drt	DRC viols	0	
placement	I/O Buffers	113	
min_path	HP Class	input port to flip-flop	
synthesis	Netlist cell types	32	
synthesis	Area leader share	0.552	
power	Max IR drop VDD	0.0000747	V
synthesis	synthesis area per yosys	0.0557	sq mm
synthesis	post-synthesis cell count	4609	
floorplanning	full die area	0.187	sq mm
finish	largest register by flop count	registers	
min_path	min-delay src	rst_n	
drt	Vias/cell	5.34	
finish	most frequent cells in the layout	mux2i_1, edfxtp_1, and2_1, nand2_1, nand3_1	
setup_path	Worst Path Buf+Inv	5	
timing	Final Cycle Share	0.637	
setup_path	crit path capture type	output port	
timing	Hold Violations, Final	0	
floorplanning	fp util	0.303	
drt	via count	38153	
clocking	CTS max path bufs	3	
drt	initial drt markers	2668	
run	maxcap violations	0	
floorplanning	FP Rows	157	
setup_path	Worst Setup Start Kind	input port	
clocking	CTS buffer count	112	
finish	max FFs per register	1024	
finish	biggest regs	registers x1024	
power	pwr dens	85.6	mW/mm^2
timing	worst-margin pin slew	1140	ps
global_routing	GR Util All Layers	0.224	
setup_path	Crit Path Category	input port to output port	
run	OpenROAD warnings	26	
timing	total negative slack	0	ps
drt	drt pass-1 iters	7	
setup_path	crit path DRT	15360	ps
setup_path	CP Max Fanout	35	
timing	Final Setup Violations	0	
global_routing	vias in the first global route	39141	
timing	Final Max Tran Viols	0	
synthesis	Post-synth seq share	0.552	
finish	Layout area overhead	13.8	%
timing	Setup WS post-layout	6970	ps
clocking	Root Buffer	clkbuf_16	
-- cell usage after synthesis, drive strengths merged --
| cell | instances |
|---|---|
| nand4b | 1 |
| or2 | 2 |
| a22oi | 192 |
| nor3 | 64 |
| a31oi | 64 |
| and2 | 994 |
| nor2 | 35 |
| clkbuf | 272 |
| a21oi | 192 |
| or3b | 2 |
| edfxtp | 1024 |
| o21ai | 31 |
| buf | 178 |
| conb | 1 |
| nor2b | 4 |
| nand2b | 4 |
| nand4 | 1 |
| nand3 | 193 |
| or3 | 2 |
| inv | 1 |
| a22o | 128 |
| mux2i | 1024 |
| nand3b | 3 |
| nand2 | 197 |
-- worst max path at each step --
stage,startpoint,to,slack [ps],depth (start not counted)
4_1_cts,address1[1],read_data1[10],7070,11
5_1_grt,address1[1],read_data1[10],6880,11
6_report,address2[0],read_data2[1],6970,10
-- per-layer routing --
metal  part of all wire  GRT usage  vias up
li1                   -          -    16828
met1               0.35      0.260    18515
met2               0.45      0.336     2269
met3               0.14      0.129      529
met4              0.056      0.101       12
met5             0.0017     0.0164        -
-- through the flow --
| stage | instance area, sq um | power [mW] | hold slack (ps) | std cells |
|---|---|---|---|---|
| after global routing | 63400 | 5.59 | 3530 | 7140 |
| after global placement | 59900 | 3.34 | 4290 | 6934 |
| after floorplan | 55800 | 3.05 | 4040 | 4640 |
| final | 63400 | 5.43 | 3520 | 7144 |
| after detailed placement | 59900 | 3.34 | 4290 | 6934 |
| after CTS | 63400 | 5.46 | 3480 | 7132 |
-- where the power goes --
group | leakage (nW) | switching [mW] | internal [mW]
combinational | 12.6 | 0.421 | 0.235
clock | 1.72 | 0.917 | 1.21
sequential | 9.75 | 0.0601 | 2.58
total | 24.1 | 1.40 | 4.03
-- layout make-up --
type	count	area [sq um]	share of cell area
diodes	12	30.0	0.000474
clock buffers	134	2890	0.0455
clock inverters	64	646	0.0102
inverters	1	3.75	0.0000592
multi-input cells	3165	23600	0.372
flip-flops and latches	1024	30700	0.485
well taps	2464	3080	0.0486
repair buffers	280	2450	0.0387
-- logic make-up after synthesis --
kind of cell / synth area share
muxes: 0.184
AOI/OAI and AO/OA: 0.0732
other: 0.0000673
DFF: 0.552
and+or+nand+nor: 0.154
buffers and inverters: 0.0371
Power figures rest on the tool's default switching activity, not on a simulated workload.
