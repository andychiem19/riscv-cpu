==> ./design.v <==
module alu( 
    input logic [2:0] alu_control,
    input logic [31:0] src1,
    input logic [31:0] src2,
    output logic [31:0] alu_result,
    output logic zero
);
always_comb begin
    case (alu_control)
        3'b000 : alu_result = src1 + src2;
        default: alu_result = 32'b0;
    endcase
end
assign zero = alu_result == 32'b0;
endmodule
==> ./run.sh <==
#!/bin/bash
# OpenROAD 26Q1-2900-gdf79404cd8, Yosys 0.63+post, stock flow scripts
make -C /OpenROAD-flow-scripts/flow DESIGN_CONFIG=/design/flow/config.mk WORK_HOME=/design/flow/orfs finish
==> ./config.mk <==
export PLATFORM = sky130hd
export DESIGN_NAME = alu
export DESIGN_NICKNAME = alu
export VERILOG_FILES = /design/flow/design.v
export SDC_FILE = /design/flow/constraint.sdc
export NUM_CORES = 4
export LEC_CHECK = 1
export CORE_AREA = 10 10 90 90
export DIE_AREA = 0 0 100 100
==> ./constraint.sdc <==
current_design alu

set clk_period 20.6
set clk_io_pct 0.2

create_clock -name clk0 -period $clk_period

set non_clock_inputs [all_inputs -no_clocks]
set_input_delay [expr $clk_period * $clk_io_pct] -clock clk0 $non_clock_inputs
set_output_delay [expr $clk_period * $clk_io_pct] -clock clk0 [all_outputs]
==> PnR_summary.wiki <==
== Run summary ==
{| class="wikitable"
! Metric !! Value
|-
| Layout cell share with drive strength beyond 1 || 3.75%
|-
| Total track usage || 14.6%
|-
| Post-CTS sizing || 0
|-
| Number of antenna violations at the first check in global routing || 0
|-
| Flip-flop and latch area || 0 um^2
|-
| Mapped Cells || 307
|-
| Crit Path Max Fanout || 3
|-
| Most frequent cells after synthesis || sky130_fd_sc_hd__nor2_1 (38), sky130_fd_sc_hd__a21oi_1 (34), sky130_fd_sc_hd__ha_1 (31)
|-
| Final Hold Slack || 9.40 ns
|-
| Total power || 0.0000852 W
|-
| GP Congestion || 0.942
|-
| Post-synthesis chip area from yosys || 0.00203 mm^2
|-
| Number of global-route vias before repair || 2,604
|-
| Worst min path class || primary input to output pin
|-
| Non-filler cells in the finished layout || 477
|-
| Iteration-0 DRC Markers || 97
|-
| Global-route wire length before repair || 12,500 um
|-
| Utilization after layout || 49.3%
|-
| Post-synthesis cell type with the largest instance count || sky130_fd_sc_hd__nor2_1
|-
| Data arrival time of the critical path || 7.89 ns
|-
| Critical path endpoint category || output pin
|-
| P_leak || 1.26 nW
|-
| Number of detailed-routing iterations run before antenna repair || 4
|-
| Min Tclk post-route || 12.01 ns
|-
| Number of top-level design ports || 100
|-
| Cell area power density || 27.6 mW/mm^2
|-
| Synth Cell Area || 0.00203 mm^2
|-
| Critical path type || primary input to output pin
|-
| Registers || 0
|-
| Final routed wirelength across all metal layers || 7530 um
|-
| Synth Area per Inst || 6.60 um^2
|-
| Worst vdd rail ir drop || 11.9 uV
|-
| Transition at the pin with the smallest max-transition slack || 0.468 ns
|-
| Final routed DRC violation total || 0
|-
| Largest net degree at the start of global routing || 28
|-
| Number of buffers inserted by post-CTS setup repair || 0
|-
| Final Hold Fails || 0
|-
| Area of the die || 0.0100 mm^2
|-
| Rel. slew slack || 68.5%
|-
| Tool warnings || 32
|-
| Number of cells in the design after placement || 477
|-
| Vias post-DR || 2,603
|-
| Total of clock buffers placed in the layout || 0
|-
| Total gr overflow || 0
|-
| Top area cells in the synthesized netlist || sky130_fd_sc_hd__ha_1 (19%), sky130_fd_sc_hd__a21oi_1 (8.4%), sky130_fd_sc_hd__nor2_1 (7.0%)
|-
| FMAX || 83.3 MHz
|-
| Setup violators final || 0
|-
| Final-report max-slew violation count || 0
|-
| Number of port buffers || 100
|-
| Chip Width || 100 um
|-
| Antenna cell count || 0
|-
| Required arrival time at the worst endpoint || 16.48 ns
|-
| Number of max-capacitance violations reported || 0
|-
| Unrepaired setup endpoints after global routing || no
|-
| Cell taking the most area after synthesis || sky130_fd_sc_hd__ha_1
|-
| Post-DP HPWL || 6610 um
|-
| Yosys warning count || 1
|-
| Per-cell via count in the routed design || 5.46
|-
| Share of the synthesized area in the top cell type || 19.1%
|-
| Final sum of negative setup slack || 0 ns
|-
| Row count || 29
|-
| Final worst-path cycle share || 58.3%
|-
| Core region area || 0.00628 mm^2
|-
| Vertical die dimension || 100 um
|-
| CTS hold repair buffers || 0
|-
| Kind of start point of the critical path || primary input
|-
| Post-synthesis sequential area ratio || 0%
|-
| Status || finished, final reports clean
|-
| Relative area change from synthesis to final layout || 52.7%
|-
| Routed length per placed instance || 15.8 um
|-
| Number of nets with antenna violations after detailed routing || 0
|-
| Number of standard cells reported by yosys || 307
|-
| Floorplan-stage core utilization || 32.3%
|-
| Count of unique library cells instantiated by Yosys || 57
|}
metrics by stage:
| stage | setup slack, ns | instance area [um^2] |
|---|---|---|
| after floorplan | 9.96 | 2030 |
| after global placement | 8.66 | 3090 |
| after detailed placement | 8.57 | 3090 |
| after CTS | 8.57 | 3090 |
| after global routing | 8.23 | 3090 |
| final | 8.59 | 3090 |
where the power goes:
part | leakage [nW] | internal, W | total [W] | switching (W)
clock network | 0 | 0 | 0 | 0
logic | 1.26 | 0.0000428 | 0.0000852 | 0.0000424
registers | 0 | 0 | 0 | 0
area by class of cell:
class / instances / area (um^2)
fillers: 618 / 3180
inverters: 9 / 33.8
multi-input cells: 289 / 1950
well taps: 77 / 96.3
repair buffers: 102 / 1020
metal layers:
layer	up-vias	share of wire, %	global-route usage [%]	wire length (um)
li1	1323	-	-	-
met1	1188	45	19.7	3420
met2	86	46	24.5	3500
met3	6	7.1	2.43	538
met4	0	0.94	1.41	71
met5	-	0	0	0
placed cells by master (no fill, tap or decap), types with 2 or more instances in the layout:
| master | instances |
|---|---|
| sky130_fd_sc_hd__o21bai_1 | 3 |
| sky130_fd_sc_hd__nor3_1 | 9 |
| sky130_fd_sc_hd__xnor2_1 | 10 |
| sky130_fd_sc_hd__ha_1 | 31 |
| sky130_fd_sc_hd__a21oi_2 | 2 |
| sky130_fd_sc_hd__o21ai_1 | 3 |
| sky130_fd_sc_hd__o31ai_1 | 2 |
| sky130_fd_sc_hd__o21a_1 | 5 |
| sky130_fd_sc_hd__nand2b_1 | 3 |
| sky130_fd_sc_hd__nand3_1 | 7 |
| sky130_fd_sc_hd__inv_1 | 9 |
| sky130_fd_sc_hd__a21oi_1 | 34 |
| sky130_fd_sc_hd__xor2_1 | 14 |
| sky130_fd_sc_hd__o211ai_1 | 3 |
| sky130_fd_sc_hd__clkdlybuf4s50_1 | 100 |
| sky130_fd_sc_hd__a21o_1 | 9 |
| sky130_fd_sc_hd__nor4_2 | 2 |
| sky130_fd_sc_hd__a31oi_1 | 8 |
| sky130_fd_sc_hd__o21ai_0 | 26 |
| sky130_fd_sc_hd__mux2i_1 | 3 |
| sky130_fd_sc_hd__nor2_1 | 38 |
| sky130_fd_sc_hd__nand4_1 | 2 |
| sky130_fd_sc_hd__and3_1 | 4 |
| sky130_fd_sc_hd__and2_1 | 6 |
| sky130_fd_sc_hd__nor2b_1 | 4 |
| sky130_fd_sc_hd__or3_1 | 2 |
| sky130_fd_sc_hd__a31o_2 | 2 |
| sky130_fd_sc_hd__buf_4 | 2 |
| sky130_fd_sc_hd__nor3b_1 | 2 |
| sky130_fd_sc_hd__nand2_1 | 30 |
worst max-delay path, stage by stage:
cell and delay, ns:
sky130_fd_sc_hd__clkdlybuf4s50_1 0.46, sky130_fd_sc_hd__ha_1 0.20, sky130_fd_sc_hd__inv_1 0.07, sky130_fd_sc_hd__fa_1 0.40
sky130_fd_sc_hd__nor2b_1 0.21, sky130_fd_sc_hd__o31ai_1 0.12, sky130_fd_sc_hd__a21oi_1 0.27, sky130_fd_sc_hd__a21oi_1 0.17
sky130_fd_sc_hd__or4b_1 0.50, sky130_fd_sc_hd__a21boi_1 0.22, sky130_fd_sc_hd__a31oi_1 0.12, sky130_fd_sc_hd__xor2_1 0.15
sky130_fd_sc_hd__nor2_1 0.08, sky130_fd_sc_hd__nor4_2 0.29, sky130_fd_sc_hd__clkdlybuf4s50_1 0.51
path summary, 6_finish.rpt:
check	from	endpoint	depth (start not counted)
setup / recovery	src1[0]	zero	15
hold / removal	src2[0]	alu_result[0]	4
kinds of logic after synthesis:
kind of cell             synth area share, %
AND-OR/OR-AND                           34.5
XOR/XNOR                                10.4
adder cells (fa/ha/maj)                 20.1
buffers and inverters                   3.89
multiplexers                            1.48
AND/OR/NAND/NOR                         29.6
Power figures rest on the tool's default switching activity, not on a simulated workload.
